==> flow/config.mk <==
export PLATFORM = sky130hd
export DESIGN_NAME = up
export DESIGN_NICKNAME = up
export VERILOG_FILES = /design/flow/design.v
export SDC_FILE = /design/flow/constraint.sdc
export NUM_CORES = 4
export LEC_CHECK = 1
export CORE_AREA = 10 10 70 70
export DIE_AREA = 0 0 80 80
==> flow/run.sh <==
#!/bin/bash
# OpenROAD 26Q1-2900-gdf79404cd8, Yosys 0.63+post, stock flow scripts
make -C /OpenROAD-flow-scripts/flow DESIGN_CONFIG=/design/flow/config.mk WORK_HOME=/design/flow/orfs finish
==> flow/design.v <==
`timescale 1ns / 1ps
module up (input clk, reset,up_down, output reg [3:0]count);
  always@(posedge clk) begin
    if(reset) count = 0;
    else if(up_down)
    count <= count +1;
    else
    count <= count -1;
    end
    endmodule
==> flow/constraint.sdc <==
current_design up

set clk_period 1.7
set clk_io_pct 0.2

create_clock -name clk0 -period $clk_period [get_ports {clk}]

set non_clock_inputs [all_inputs -no_clocks]
set_input_delay [expr $clk_period * $clk_io_pct] -clock clk0 $non_clock_inputs
set_output_delay [expr $clk_period * $clk_io_pct] -clock clk0 [all_outputs]
==> out/results.ini <==
[status]
status=complete, no violations

[sta]
finalSetupTns_ns=0
min_period_over_period_pct=90.2
max_slew.worst_pin.slew_ns=0.209
max-slew-margin-rel_pct=86.0
final_hold_viol_count=0
period_needed_ns=1.53
rsz0062_at_grt=false
setup_viol=0
fmax_mhz=652
skew_ns=0.00537
drv_slew=0

[logic_synthesis]
ys_sh_simple_pct=12.4
yosysWarnings=1
ys_sh_xor_pct=9.15
yosys_cells=18
ys_chip_area_um2=191
aoi_share_pct=11.1
synth_cell_type_count=11
syn_inst=18
numSynthFlops=4
syn_area_um2=191
netlist_logic_family_top=adder cells
syn_avg_cell_area_um2=10.6
mux_share_pct=0
adder_share_pct=23.5
seq_area_frac_synth_pct=41.8

[floorplan]
ios=7
core_region_area_um2=3420
chipWidth_um=80
dieArea_um2=6400
rows=21
die_y_um=80
fp-utilization_pct=5.60

[clock_tree]
clock_path_buffers=2
clk_pin_slew_worst_paths_ns=0.04
ctsResizeCount=0
post_cts_buffers=0
htree_levels=1
numCtsBuffers=3
cts.sinks=4
cts_root_buffer=clkbuf_4
holdBufCountCts=0
cts_tree=yes
clk_latency_ns=0.24

[drt]
wl_met2_um=191
wl_per_cell_um=6.65
drtIter0Drc=1
via_count=159
drcViolationCount=0
drt-total-wl_um=492
met3_length_um=83
first_pass_iters=3
top_layer_used=met3
viasPerCell=2.15
ant_nets=0
met1_length_um=217
antenna_cells=0

[pwr]
vdd_drop_max_mv=0.284
powerDensity_nw_per_um2=1060
leakagePower_nw=0.124

[grt]
grt_usage_pct=1.62
grt_start_max_net_pins=5
grt_pass1_wl_um=772
grt_antenna_before_repair=0
grt.overflow.total=0
grt_pass1_vias=168

[worst_hold_path]
hold_end=count[0]
worstHoldStart=count[0]
min_path_cells=1
min_path_type=register to register

[cells_and_area]
regMostFlops=count
drive_above_1_share_pct=17.9
largest_reg_flops=4
area_delta_synth_final_pct=77.1
final_area_um2=339
reg.largest.list=count (4)

[placed_design]
placed_area_um2=317
io_buffers=6
gp_congestion=0.648

[setup_path]
critPathLaunchType=primary input
worst_r2r_path_depth=4
crit_path_max_fanout=3
criticalPathCategory=primary input to register
timing.rr.start=count[2]
reg2reg_slack_ns=0.59
worstSetupEndpointType=register
r2r-end=count[3]
required_ns=1.82
critPathArrivalTime_ns=1.65

[flow_run]
maxCapViolCount=0
warnings=25

==> worst max-delay path, cell delays in order <==
cell and delay (ns):
clkdlybuf4s50_1 0.50, inv_1 0.09, ha_1 0.34, a21oi_1 0.19
a21o_1 0.15, a21oi_2 0.05
==> cells in the mapped netlist, drive strengths merged <==
| library cell | count | area [um^2] |
|---|---|---|
| dfxtp | 4 | 80.1 |
| a21oi | 2 | 13.8 |
| ha | 2 | 25.0 |
| nand3 | 2 | 10.0 |
| nor2 | 2 | 7.51 |
| xnor2 | 2 | 17.5 |
| a21o | 1 | 7.51 |
| fa | 1 | 20.0 |
| inv | 1 | 3.75 |
| nor2b | 1 | 6.26 |
==> area by class of cell <==
class / instances / area [um^2]
Sequential cell: 4 / 80.1
Fill cell: 397 / 3080
Timing Repair Buffer: 7 / 67.6
Clock buffer: 3 / 22.5
Inverter: 1 / 3.75
Tap cell: 46 / 57.6
Multi-Input combinational cell: 13 / 108
==> placed cells by master, fill, tap and decap left out, types with 2 or more instances in the layout <==
cell,n
clkbuf_4,3
clkdlybuf4s50_1,6
dfxtp_1,4
ha_1,2
nand3_1,2
nor2_1,2
xnor2_1,2
==> routing by layer <==
layer / GRT usage, % / vias to the layer above
met4: 0.352 / 0
met1: 1.99 / 71
li1: - / 81
met2: 1.77 / 7
met3: 1.82 / 0
met5: 0 / -
==> how the worst max path moves through the flow <==
stage | start | slack (ns) | to
4_1_cts | up_down | 0.16 | count[3]
5_1_grt | up_down | 0.06 | count[3]
6_report | up_down | 0.17 | count[3]
==> power by group <==
part | internal, mW | switching (mW)
sequential | 0.112 | 0.0133
clock | 0.0789 | 0.0387
combinational | 0.0744 | 0.0405
total | 0.266 | 0.0925
==> cells by family after synthesis <==
logic type      count (synthesis)
buf+inv                         1
simple gates                    5
fa+ha+maj                       3
compound gates                  3
xor+xnor                        2
flops                           4
==> through the flow <==
step / worst slack (ns) / power (mW) / std cells / utilization, % / hold slack (ns)
finish: 0.167 / 0.358 / 74 / 9.93 / 0.489
global route: 0.0624 / 0.391 / 74 / 9.93 / 0.521
CTS: 0.161 / 0.365 / 74 / 9.93 / 0.498
detailed placement: -0.0790 / 0.244 / 71 / 9.27 / 0.476
global placement: -0.0746 / 0.241 / 71 / 9.27 / 0.467
floorplan: 0.500 / 0.180 / 18 / - / 0.402
No activity file was given, so power comes from the tool's default toggle rates.
