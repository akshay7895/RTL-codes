### flow/run.sh
#!/bin/bash
# OpenROAD 26Q1-2900-gdf79404cd8, Yosys 0.63+post, stock flow scripts
make -C /OpenROAD-flow-scripts/flow DESIGN_CONFIG=/design/flow/config.mk WORK_HOME=/design/flow/orfs finish
### flow/config.mk
export PLATFORM = sky130hd
export DESIGN_NAME = dual_port_ram
export DESIGN_NICKNAME = dual_port_ram
export VERILOG_FILES = /design/flow/design.v
export SDC_FILE = /design/flow/constraint.sdc
export NUM_CORES = 4
export LEC_CHECK = 1
export CORE_UTILIZATION = 30
### flow/constraint.sdc
current_design dual_port_ram

set clk_period 3.4
set clk_io_pct 0.2

create_clock -name clk0 -period $clk_period [get_ports {clk}]

set non_clock_inputs [all_inputs -no_clocks]
set_input_delay [expr $clk_period * $clk_io_pct] -clock clk0 $non_clock_inputs
set_output_delay [expr $clk_period * $clk_io_pct] -clock clk0 [all_outputs]
### flow/design.v
`timescale 1ns / 1ps
module dual_port_ram( clk,cs, rd_en, wr_en,wr_addr,rd_addr,wr_data, rd_data , reset );
reg [7:0] mem [15:0];
input clk, rd_en, wr_en,cs,reset;
input [3:0]wr_addr,rd_addr;
input [7:0]wr_data;
output reg [7:0]rd_data;
integer i;
always@(posedge clk) begin
  if(reset) begin
    for( i=0;i<15;i=i+1) begin
      mem[i] <= 0;
    end
  end
  else if(cs & wr_en & !rd_en) 
mem[wr_addr] <= wr_data;
else if(cs & rd_en & !wr_en)
rd_data <= mem[rd_addr];
end
endmodule
==> deck_impl_summary.md <==
Physical Implementation Snapshot

Clock tree
  • Clock Latency Late Sink: roughly 420 ps
  • Clock-pin slew on the worst setup and hold paths: about 50 ps
  • CTS Buf Count: 17
  • Cts hold-fix bufs: 0
  • Htree depth: 4
  • Post-CTS sizing: 0
  • # Post-CTS Setup Buffers: 0
  • Clock Tree Buf Depth: 2
  • Clk sinks: 136
  • CTS tree: done
  • CTS root buffer: clkbuf_16

Yosys
  • Post-synth seq share: 69.8%
  • Flops & latches, synth: between 100 and 150
  • Number of synthesis warnings: 1
  • Mapped Cells: 406
  • Synthesized area: 5850 um^2
  • Synthesis area per yosys: 5850 um^2
  • Synthesized area per cell: 14.4 um^2
  • Synth cell types: 21
  • # Cells Yosys: 406

Critical path
  • Worst Setup End Kind: register
  • Critical path arrival: about 2700 ps
  • Top fanout value on the critical path: 15
  • Critical path startpoint category: input port
  • CP required: 3520 ps
  • Critical setup path kind: input port to register

Cells and area
  • Register area: ~4100 um^2
  • Logic area: 1640 um^2
  • Post-layout util: roughly 38%
  • Layout cells sized above 1: 19.1%
  • Fill cell count: 1763
  • Syn-to-layout area delta: 21.7%

Timing
  • Cycle use final: 74.5%
  • WHS: 758 ps
  • Max-slew headroom: 51.2%
  • # setup viols final: 0
  • Setup ws final: 867 ps
  • Slew @ Worst Pin: roughly 730 ps
  • Fin Setup TNS: 0 ps
  • Fin. Hold Viols: 0
  • Clock period minus worst slack: 2530 ps
  • Worst Skew: just over 10 ps
  • RSZ-0062 raised after global routing: no
  • Final-report max-slew violation count: 0
  • F_max: 395 MHz

Power
  • Power, Total: 3.90 mW
  • Pleak: approximately 2.2 nW
  • Power density over cell area: 547 nW/um^2
  • Max rail drop VDD: 0.246 mV

Global route
  • Global-route usage over all layers: ~15%
  • Initial antenna violation count: 0
  • Vias in the first global route: 3811
  • Maximum number of pins on one net before global-route repair: 33
  • First-pass GRT wire length: about 21000 um
  • GR Overflow Total: 0

Routing
  • Drt pass-1 iters: 4
  • Initial drt markers: 233
  • Final ANT Viol Nets: 0
  • Routed len/inst: 18.6 um
  • # DRC: 0
  • Routed WL: roughly 14000 um
  • Vias per cell: ~4.8
  • Antenna cell count: 0
  • Total number of vias: roughly 3500

Outcome
  • Status: complete, no violations

Floorplanning
  • Fp util: 31.0%
  • # rows: 50
  • Ports: 29
  • Die extent in x: 142 um
  • Core Region: about 19000 um^2
  • Die area: roughly 20000 um^2
  • Die height: around 140 um

Placement
  • Dpl hpwl: 9000 um
  • GPL Wtd Cong: 0.832
  • Pre-CTS setup slack: 448 ps
  • PortBufs: 28

Job
  • OpenROAD warning count: 25
  • Max-cap violations: 0

Min path
  • Worst Hold Class: register to register
==> cells by family after synthesis <==
family / count (synthesis) / synth area share [%]
simple gates: 178 / 12.3
flops: 136 / 69.8
mux: 32 / 12.3
compound gates: 31 / 3.51
buf+inv: 29 / 2.14
==> cell type report <==
class | instances | area share, %
Clock buffer | 19 | 6.08
Tap cell | 260 | 4.57
Timing Repair Buffer | 61 | 7.34
Clock inverter | 13 | 1.56
Inverter | 1 | 0.0527
Multi-Input combinational cell | 241 | 23.1
Sequential cell | 136 | 57.3
==> final timing paths <==
path | start | end | slack, ps | depth (start not counted)
min | mem[5][2]$_SDFFCE_PN0P_ | rd_data[2]$_DFFE_PP_ | 760 | 3
min reg2reg | mem[5][2]$_SDFFCE_PN0P_ | rd_data[2]$_DFFE_PP_ | 760 | 3
max reg2reg | mem[1][7]$_SDFFCE_PN0P_ | rd_data[7]$_DFFE_PP_ | 1840 | 3
max | reset | mem[0][6]$_SDFFCE_PN0P_ | 870 | 5
==> critical path: stages <==
cell,delay (ps)
clkdlybuf4s50_1,440
and4bb_2,380
or3b_1,620
o31ai_1,300
buf_4,220
==> state kept, by name, summed over array words and instances, names as in the netlist <==
register	flops
mem	128
rd_data	8
==> where the power goes <==
part	switching (mW)	internal [mW]
logic	0.157	0.120
clock network	0.622	1.05
registers	0.0202	1.92
total	0.799	3.10
==> synthesized netlist by cell type <==
cell,number,area share [%]
inv_1,1,0.064
clkbuf_1,16,1.0
or3b_1,1,0.15
nand2b_1,2,0.21
buf_2,4,0.34
nand2_1,41,2.6
buf_1,5,0.32
a22oi_1,16,2.1
nor2b_1,4,0.43
nor2_1,123,7.9
nor4bb_1,1,0.17
edfxtp_1,136,70
and4bb_2,1,0.21
o31ai_1,4,0.51
nand3_1,1,0.085
and2_1,2,0.21
nand3b_1,2,0.26
buf_4,3,0.38
o21ai_1,3,0.26
o21ai_0,8,0.68
mux4_2,32,12
==> routing by layer <==
| layer | up-vias | share of wire [%] | routed length (um) | track usage, % |
|---|---|---|---|---|
| li1 | 1615 | - | - | - |
| met1 | 1713 | 37 | 5030 | 18.9 |
| met2 | 185 | 47 | 6340 | 23.4 |
| met3 | 23 | 14 | 1880 | 9.52 |
| met4 | 0 | 2.7 | 368 | 3.68 |
| met5 | - | 0 | 0 | 2.01 |
==> through the flow <==
stage / area (um^2) / std cells
floorplan: 5850 / 406
global placement: 6580 / 699
detailed placement: 6580 / 699
CTS: 7120 / 731
global route: 7120 / 731
finish: 7120 / 731
==> placed cells by master, fill, tap and decap left out, drive strengths merged <==
cell	n
inv	1
o21ai	11
and2	2
nor2b	4
a22oi	16
edfxtp	136
clkinv	9
nand2b	2
nor2	123
clkbuf	19
o31ai	4
and4bb	1
clkinvlp	2
clkdlybuf4s50	27
nand3	1
mux4	32
buf	34
bufinv	2
nor4bb	1
nand2	41
or3b	1
nand3b	2
Power is estimated from default activity; no workload was simulated.
