==> design/flow/design.v <==
`timescale 1ns / 1ps
module full_adder( a, b, cin,  sum, cout);
    parameter SIZE = 8;  
    input [SIZE-1:0]a,b;
    output  [SIZE-1:0] sum;
    input cin;
    output  cout;
    genvar i;  
    wire [SIZE-2:0]w;  
    fa fa0(a[0], b[0], cin, sum[0], w[0]);  
    generate for (i=1;i<SIZE-1;i=i+1)  
        begin: ripple
            fa fa1(a[i], b[i], w[i-1], sum[i], w[i]);
        end
    endgenerate
    fa fa2 (a[SIZE-1], b[SIZE-1], w[SIZE-2], sum[SIZE-1], cout);  
endmodule
module fa(input a,b,cin,output reg sum,cout);
    always@(*)
    begin
        sum = a^b^cin;
        cout = a*b + b*cin + cin*a;
    end
endmodule
==> design/flow/run.sh <==
#!/bin/bash
# OpenROAD 26Q1-2900-gdf79404cd8, Yosys 0.63+post, stock flow scripts
make -C /OpenROAD-flow-scripts/flow DESIGN_CONFIG=/design/flow/config.mk WORK_HOME=/design/flow/orfs finish
==> design/flow/config.mk <==
export PLATFORM = sky130hd
export DESIGN_NAME = full_adder
export DESIGN_NICKNAME = full_adder
export VERILOG_FILES = /design/flow/design.v
export SDC_FILE = /design/flow/constraint.sdc
export NUM_CORES = 4
export LEC_CHECK = 1
export CORE_AREA = 10 10 70 70
export DIE_AREA = 0 0 80 80
==> design/flow/constraint.sdc <==
current_design full_adder

set clk_period 7.7
set clk_io_pct 0.2

create_clock -name clk0 -period $clk_period

set non_clock_inputs [all_inputs -no_clocks]
set_input_delay [expr $clk_period * $clk_io_pct] -clock clk0 $non_clock_inputs
set_output_delay [expr $clk_period * $clk_io_pct] -clock clk0 [all_outputs]
==> results_slide.txt <==
Implementation Results

Job
  – OpenROAD warning count: 32
  – Max-cap violations: 0

Timing
  – Worst slew pin tran: 0.0890 ns
  – Fin. max-slew vios: 0
  – RSZ-0062 raised after global routing: false
  – Minimum clock period: approximately 7.1 ns
  – Max frequency: 141 MHz
  – Worst hold slack: around 4.1 ns
  – Final hold vios: 0
  – Final setup margin: slightly above 0.6 ns
  – Final TNS setup: 0 ns
  – Final setup vio count: 0
  – Max_slew headroom: 0.940
  – Final Cycle Share: 0.921

Yosys
  – Yosys stat area: ~260 µm²
  – Post-synth top cells: inv_1, buf_4, fa_1
  – Yosys warns: 1
  – Syn_area_per_cell: 9.91 µm²
  – Ys cells: 26
  – Biggest area cells: fa_1, buf_4, inv_1
  – Top-area cell share: 0.621
  – Top-count cell post-synth: inv_1
  – Synth area leader: fa_1
  – Post-synthesis cell count: 26
  – Seq share, synth: 0
  – Post-synthesis cell type count: 3
  – Cell Area, Synth: around 260 µm²

Finish
  – Non-Filler Instances: 90
  – Final core utilization: 0.151
  – Flip-flops: 0
  – Comb area: roughly 160 µm²
  – CLK BUF: 0
  – Flop area: 0 µm²
  – Finished Cell Area: approximately 520 µm²
  – Layout cells sized above 1: 0
  – Filler cells: ~400
  – Synth-to-Final Area Change: 100%

Critical path
  – Buffer and inverter count on the worst path: 6
  – Worst Path Max Fanout: 1
  – Crit Path Class: input port to output port
  – Slowest CP cell: clkdlybuf4s50_1
  – Worst Path Arrival: between 5 and 6 ns
  – Crit path capture type: output port
  – Max incr delay on CP: roughly 0.47 ns
  – Delay-heaviest family, CP: adder cells
  – Crit start category: input port
  – Most frequent CP cell: fa_1
  – Worst endpoint required time: 6.16 ns
  – Cell Chain, Critical Path: clkdlybuf4s50_1, inv_1, fa_1, inv_1, fa_1, fa_1, fa_1, fa_1, fa_1, fa_1, inv_1, fa_1, inv_1, clkdlybuf4s50_1

Routing
  – Drt total wl: between 700 and 800 µm
  – Vias: approximately 210
  – ANT cells: 0
  – Routed length per placed instance: roughly 8.4 µm
  – Avg Vias per Cell: ~2.3
  – DR iter-0 viols: 0
  – Final ANT Viol Nets: 0
  – Post-route DRC: 0
  – Detailed Routing Iterations Pass 1: 1

Power and ir drop
  – Combinational power share: 1.000
  – Seq pwr share: 0
  – Worst VDD drop: about 0.023 mV
  – Cell Pwr Density: 68.1 mW/mm²
  – Total power: 0.0351 mW
  – Int Pwr: approximately 0.026 mW
  – Switching part of the total power: 0.261
  – Lkg Pwr: around 0.21 nW
  – NetSw: 0.00917 mW
  – Clk network pwr share: 0

Die
  – Die Ht: about 80 µm
  – Fp util: 0.0755
  – I/O pins: 26
  – Die Area: ~0.0064 mm²
  – Core area: approximately 0.0034 mm²
  – Die width: 80 µm
  – Row count: 21

Placement
  – Area after DPL: about 520 µm²
  – RePlAce Congestion: between 0.8 and 0.9
  – DP HPWL: 756 µm
  – Dpl ws: approximately 0.58 ns
  – Cell total after placement: 90
  – # port buffers: 26

Global route
  – Remaining Overflow, GRT: 0
  – First-pass GRT wire length: 1.23 mm
  – Largest net degree at the start of global routing: 2
  – GRT Util Overall: 0.0237
  – Initial antenna violation count: 0
  – Vias in the first global route: 258

Run status
  – Status: complete, no violations

Clock network
  – CTS resizes: 0
  – # Post-CTS Setup Buffers: 0
  – Hold_buf cts: 0

Min path
  – HP Class: input port to output port
-- routing by layer --
layer  up-vias  routed length [µm]  GRT usage
met4         0                   0          0
met1        86                 285     0.0289
met5         -                   0          0
met3         0                 281     0.0284
li1         96                   -          -
met2        25                 188     0.0273
-- cells by family after synthesis --
kind of cell / count (synthesis) / synth area share
buffers and inverters: 18 / 0.379
adder cells (fa/ha/maj): 8 / 0.621
-- layout make-up --
type	count	share of cell area
repair buffers	26	0.505
well taps	46	0.112
inverters	10	0.0728
multi-input cells	8	0.311
-- power by group through the flow --
stage | combinational (mW) | sequential (mW) | clock [mW]
4_1_cts | 0.0364 | 0 | 0
6_report | 0.0351 | 0 | 0
5_1_grt | 0.0408 | 0 | 0
-- worst paths after layout --
path              start  endpoint  cells after the start
hold / removal      cin    sum[0]                      5
setup / recovery   a[0]    sum[7]                     14
-- cells in the final DEF (no fill, tap or decap) --
cell | Yosys | final
clkdlybuf4s50_1 | 0 | 26
fa_1 | 8 | 8
inv_1 | 10 | 10
Power figures rest on the tool's default switching activity, not on a simulated workload.
